**flow/run.sh**
```bash
#!/bin/bash
# OpenROAD 26Q1-2900-gdf79404cd8, Yosys 0.63+post, stock flow scripts
make -C /OpenROAD-flow-scripts/flow DESIGN_CONFIG=/design/flow/config.mk WORK_HOME=/design/flow/orfs finish
```
**flow/config.mk**
```make
export PLATFORM = sky130hd
export DESIGN_NAME = fetchStage2
export DESIGN_NICKNAME = fetchStage2
export VERILOG_FILES = /design/flow/design.v
export SDC_FILE = /design/flow/constraint.sdc
export NUM_CORES = 4
export LEC_CHECK = 1
export CORE_UTILIZATION = 50
```
**flow/constraint.sdc**
```tcl
current_design fetchStage2

set clk_period 7.6
set clk_io_pct 0.2

create_clock -name clk0 -period $clk_period [get_ports {clk}]

set non_clock_inputs [all_inputs -no_clocks]
set_input_delay [expr $clk_period * $clk_io_pct] -clock clk0 $non_clock_inputs
set_output_delay [expr $clk_period * $clk_io_pct] -clock clk0 [all_outputs]
```
**flow/design.v**
```verilog
module fetchStage2(clk, reset, rddata, rddataPosition, addr, next_stage_rdy, nz, nzposition, valid, 
					next_stage_rdy2, layer_done);
    input						clk, reset, next_stage_rdy, next_stage_rdy2;
    input [31:0]				rddata, rddataPosition;
    output logic [31:0]			nz, nzposition;
    output logic [15:0]			addr;
    output logic				valid, layer_done;
    logic [31:0]				prev_addr;
	integer i;
    always_ff @(posedge clk) begin
		if(reset) begin
			addr<=0;
			prev_addr<=0;
			layer_done<=0;
		end else begin
			if(!layer_done) begin
				if(next_stage_rdy & next_stage_rdy2) begin
					nz<=rddata;
					nzposition<=rddataPosition;
					addr<=addr+4;
					prev_addr<=addr;
					valid<=1;
					if(rddataPosition==32'hFFFFFFFF) begin 
						layer_done<=1;
					end
				end else begin
					valid<=0;
				end
			end
		end
	end
endmodule
```
==> results.yml <==
# synthesis and place-and-route metrics
status:
  status: "finished clean"
timing:
  period_needed_ps: 3490
  fin_setup_tns_ps: 0
  maxSlewHeadroom: 0.490
  timing.hold.ws_ps: 515
  period_used_share: 0.459
  rsz0062_at_grt: "false"
  worst_pin_slew_ps: 763
  slew_violations: 0
  skew_ps: 2.55
  fmax_mhz: 286
  hold_viol: 0
  finalSetupViolations: 0
worst_setup_path:
  worstPathCellList: "clkdlybuf4s50_1, nor2_4, buf_4"
  cpLargestDelayFamily: "buffers and inverters"
  crit_path_end_kind: "flop"
  cp_slowest_cell: "clkdlybuf4s50_1"
  path_max_fanout: 52
  path_buffers: 2
  critical_path_class: "input port to flop"
  cp-start-kind: "input port"
  cpPeakStageDelay_ps: 800
  critPathRequiredTime_ps: 7570
  critical_path_arrival_ps: 3460
clocking:
  root_buffer: "clkbuf_8"
  cts_buffers: 9
  path_clk_slew_ps: 70
  post-cts-setup-buffers: 0
  post_cts_resized: 0
  clock-sinks: 80
  clk_latency_ps: 330
  cts_max_path_buffers: 2
  hold_buffers: 0
  h-tree-depth: 3
  cts_tree: "done"
drt:
  vias: 1929
  drtAntennaViolNets: 0
  viasPerCell: 4.98
  drc: 0
  routed_wl_um: 7020
  wire_per_inst_um: 18.1
  dr.first_iter.drc_count: 64
  drt_first_pass_iters: 4
  antenna-diode-count: 0
global_routing:
  grt-ovfl-total: 0
  grt_pass1_vias: 1867
  grt_use_met1: 0.412
  grt_max_degree: 53
  grt_busiest_layer: "met1"
  use_met3: 0.180
  antenna_found_initial: 1
  met2_usage: 0.377
  grt_pass1_wl_um: 10600
  gr-usage-all-layers: 0.274
synth:
  netlist.area_leader.share: 0.703
  enable_flop_cells: 65
  ff_type: "edfxtp_1"
  synth-seq-area-share: 0.811
  syn_avg_cell_area_um2: 17.6
  post-synth-top-area-cell: "edfxtp_1"
  yosys_area_mm2: 0.00278
  synth.area.top_cells: "edfxtp_1 70%, dfxtp_1 11%, nor2_1 1.9%"
  ys_warn_count: 1
  synth-seq-cells: 80
  ys_cells: 158
  async_reset_ff_frac: 0
  ys_types: 32
  synthesis.area_mm2: 0.00278
  synth_cells: 158
finish:
  fill_cells: 269
  syn_to_final_growth_pct: 61.9
  final_cell_area_mm2: 0.00450
  final_util: 0.859
  flop_area_mm2: 0.00225
  comb_area_um2: 499
  drive_above_1_share: 0.0662
min_path:
  hold_class: "flop to flop"
flow_run:
  tool_warnings: 26
  drv_cap: 0
die:
  design.core.area_mm2: 0.00524
  die_x_um: 76.5
  fp_util: 0.530
  die_y_um: 76.5
  dieArea_mm2: 0.00586
  io_pins: 150
  rows: 26
placement:
  dp_hpwl_um: 4970
  placed_area_mm2: 0.00432
  routabilityCongestion: 0.829
  io_buffers: 147
power:
  p_total_mw: 0.833
  p_per_area_mw_per_mm2: 185
  ir_drop_uv: 158
  power_leakage_nw: 1.56
[kinds of logic (layout without fill, tap and decap cells)]
kind of cell | after synthesis | after routing | share of synthesized area
DFF | 80 | 80 | 0.811
and+or+nand+nor | 52 | 52 | 0.120
xor gates and xnor gates | 8 | 8 | 0.0252
AOI/OAI and AO/OA | 7 | 7 | 0.0126
buffers and inverters | 6 | 164 | 0.0135
muxes | 3 | 3 | 0.0117
adders and majority gates | 1 | 1 | 0.00450
other | 1 | 2 | 0.00135
[sequential cells by signal, indices dropped and copies added (netlist names)]
register	count
nzposition	32
addr	14
valid	1
nz	32
layer_done	1
[tightest hold or removal path: cells and delay by family (launching register included)]
| family | cells | cell delay [ps] |
|---|---|---|
| flip-flops | 1 | 340 |
| AND-OR/OR-AND | 2 | 140 |
[cell usage after synthesis (all sizes together) (3+ instances only)]
| master | instances |
|---|---|
| a21oi | 3 |
| buf | 4 |
| dfxtp | 15 |
| edfxtp | 65 |
| nand2 | 3 |
| nand3 | 9 |
| nand4 | 9 |
| nor2 | 14 |
| nor3 | 3 |
| o21ai | 4 |
| or3 | 3 |
| xnor2 | 4 |
| xor2 | 4 |
[power by group]
part | leakage, nW | switching [mW] | internal, mW
combinational | 0.746 | 0.0192 | 0.0480
sequential | 0.719 | 0.00396 | 0.486
clock | 0.0914 | 0.131 | 0.145
total | 1.56 | 0.154 | 0.679
[layout by cell type (no fill, tap or decap), types with 2 or more instances in the layout]
cell type / n
or3_1: 3
nand4_1: 8
nand2_1: 3
clkbuf_8: 9
nand3_1: 8
nor3_1: 3
o21ai_0: 4
clkinv_1: 3
a21oi_1: 3
clkinv_2: 2
nor2_1: 13
mux2_2: 2
dfxtp_1: 15
xor2_1: 4
nor2b_1: 2
conb_1: 2
and3_1: 2
clkdlybuf4s50_1: 147
xnor2_1: 4
edfxtp_1: 65
[final timing paths]
kind,cells past startpoint,end,from,slack [ps]
setup reg to reg,3,nz[14]$_DFFE_PP_,layer_done$_SDFF_PP0_,5680
hold / removal,2,addr[14]$_SDFFE_PP0P_,addr[14]$_SDFFE_PP0P_,510
hold reg to reg,2,addr[14]$_SDFFE_PP0P_,addr[14]$_SDFFE_PP0P_,510
setup / recovery,3,nz[14]$_DFFE_PP_,reset,4110
[metrics by stage]
step	worst slack [ps]	cells
final	4110	387
after detailed placement	3740	372
after CTS	4120	387
after floorplan	2490	159
after global placement	3780	372
after global routing	3970	387
[layer usage]
| layer | vias up | wire length (µm) |
|---|---|---|
| met3 | 10 | 1000 |
| met1 | 908 | 2680 |
| met5 | - | 12 |
| li1 | 905 | - |
| met4 | 2 | 119 |
| met2 | 104 | 3210 |
[final cells by class]
| cell class | instances | share of cell area |
|---|---|---|
| well taps | 70 | 0.0195 |
| inverters | 1 | 0.000835 |
| multi-input cells | 73 | 0.111 |
| repair buffers | 148 | 0.329 |
| clock inverters | 6 | 0.0114 |
| clock buffers | 9 | 0.0275 |
| flip-flops and latches | 80 | 0.501 |
Power and IR drop assume default switching activity.
