## design/flow/run.sh

```bash
#!/bin/bash
# OpenROAD 26Q1-2900-gdf79404cd8, Yosys 0.63+post, stock flow scripts
make -C /OpenROAD-flow-scripts/flow DESIGN_CONFIG=/design/flow/config.mk WORK_HOME=/design/flow/orfs finish
```

## design/flow/config.mk

```make
export PLATFORM = sky130hd
export DESIGN_NAME = pointconv2
export DESIGN_NICKNAME = pointconv2
export VERILOG_FILES = /design/flow/design.v
export SDC_FILE = /design/flow/constraint.sdc
export NUM_CORES = 4
export LEC_CHECK = 1
export CORE_UTILIZATION = 50
```

## design/flow/constraint.sdc

```tcl
current_design pointconv2

set clk_period 28.0
set clk_io_pct 0.2

create_clock -name clk0 -period $clk_period [get_ports {clk}]

set non_clock_inputs [all_inputs -no_clocks]
set_input_delay [expr $clk_period * $clk_io_pct] -clock clk0 $non_clock_inputs
set_output_delay [expr $clk_period * $clk_io_pct] -clock clk0 [all_outputs]
```

## design/flow/design.v

```verilog
module pointconv2(clk, reset, new_weight, weight_addr, valid_out, rdy,
					indata, indataPosition, numOfOutmaps, valid_in, inmap_in, numOfInVals, outdata, 
					outposition, layer_done_in, layer_done_out);
    input						clk, reset, valid_in, layer_done_in; 
    input [31:0]				new_weight; 
    input [6:0] 				numOfOutmaps; 
    input [5:0] 				numOfInVals;
    input [31:0]			indata, indataPosition;
    input [4:0]					inmap_in;
    output logic [31:0]			outposition;
    output logic [11:0]			weight_addr;
    output logic				valid_out, rdy, layer_done_out;
    output logic [7:0][31:0]			outdata;
    logic						load_weights, calculations, calc_delay;
    logic [4:0]					prev_inmap;
    logic [16:0][31:0]			outmapfilter; 
    logic [6:0]				prev_count, count, input_count;
    integer i;
    always_ff @(posedge clk) begin
		if(reset) begin
			load_weights<=1;
			prev_inmap<=0;
			weight_addr<=0;
			valid_out<=0;
			prev_count<=0;
			count<=0;
			calculations<=0;
			input_count<=0;
			calc_delay<=0;
			layer_done_out<=0;
		end else if(!layer_done_in) begin
			prev_count<=count;
			prev_inmap<=inmap_in;
			if(prev_inmap!=inmap_in & !(load_weights)) begin
				load_weights<=1;
				weight_addr<=(inmap_in | 0)*numOfOutmaps*4;
				count<=0;
			end
			if(load_weights) begin
				weight_addr<=weight_addr+4;
				count<=count+1;
				if(!(count<numOfOutmaps-1)) begin
					load_weights<=0;
				end
			end
			outmapfilter[prev_count]<=new_weight;
			if(valid_in & !(load_weights) & (prev_inmap==inmap_in)) begin
				outposition<=indataPosition;
				valid_out<=1;
				for(i=0; i<8; i=i+1) 
					outdata[i]<=indata*outmapfilter[i];
			end else
				valid_out<=0;
		end else
			layer_done_out<=1;
	end
	always_comb begin
		if(prev_inmap!=inmap_in | load_weights) begin
			rdy=0;
		end else
			rdy=1;
	end
endmodule
```

==> notes.md <==
From the run reports.

- The width of the die is 546 um.
- The clock sink count is 576.
- Warnings reported by Yosys during synthesis add up to 1.
- Dividing the detail-routed wire length by the instance count gives 20.7 um.
- The synthesis-to-layout area growth reads 7.24%.
- The gate count of the mapped netlist is 15.6k.
- The number of global-route vias before repair is 109k.
- The number of placed instances, taps included reads 19.4k.
- The final hold violation count recorded for this run is 0.
- Checking max transition, the worst relative margin is 37.0%.
- The clock latency on the worst-skew pair reads 0.85 ns.
- The count of placed standard cells in the final layout, fillers left out reads 19.5k.
- The number of flops mapped to enable cells by yosys is 544.
- The dominant register cell in the synthesized netlist is edfxtp_1.
- The most frequent cell on the critical path reads fa_1.
- Across the whole layout, storage elements account for 17000 um^2.
- Summed over all instances, the cell type with the most area after synthesis is fa_1.
- The number of different library cells used by synthesis comes to 80.
- The detailed-route via count is 101k.
- The clock-pin slew on the worst setup and hold paths is 0.05 ns.
- Ranked by total cell area, the synthesized netlist is headed by fa_1 44%, edfxtp_1 11%, inv_1 9.0%, ha_1 8.6%, and2_1 7.6%.
- The worst setup path is of the primary input to flop kind.
- STA reports the tightest min-delay check as being of type flop to flop.
- The setup fix buffers added after clock tree synthesis is 0.
- Setup repair after global routing left no endpoint under its margin.
- The antenna violation net count after detailed routing is 0.
- The worst endpoint required time reads 28.54 ns.
- The combined area of the multi-input logic cells is 114000 um^2.
- The minimum setup slack among reg-to-reg paths is 19.99 ns.
- After global routing the overflow that remains totals 0.
- The cell sitting at the root of the clock tree is a clkbuf_16.
- The largest clock skew in the final design is 0.0371 ns.
- The flip-flop and latch count after synthesis is 576.
- The row count reads 199.
- The number of cells in Yosys stat is 15.6k.
- The share of the Yosys chip area taken by registers is 11.5%.
- Entering global routing, the biggest net connects 123 pins.
- The number of vias per cell reads 5.17.
- For this run, the chip area from Yosys synthesis comes to 148000 um^2.
- The floorplan core density reads 50.3%.
- The run reported a max-capacitance violation count of 0.
- The proportion of layout cells with a drive suffix above 1 is 4.86%.
- The final max-slew violation count reads 0.
- The total I/O pin count reads 421.
- The wire length of the first global-routing pass is 645000 um.
- The type of destination of the critical path is a flop.
- Per the OpenROAD floorplan log, the height of the die is 546 um.
- The run finished with clean final reports.
- The synthesized cell area reads 148000 um^2.
- OpenROAD emitted warnings numbering 35.
- The post-CTS resize count reads 0.
- The setup total negative slack reads 0 ns.
- The count of hold-fix buffers inserted at cts is 0.
- The number of fill cells reads 26.7k.
- The number of input and output port buffers inserted reads 412.
- The violation tally recorded at the end of detailed-routing iteration 0 is 3932.
- The post-route minimum period is 13.72 ns.
- The cell type of the slowest stage on the worst timing path is fa_1.
- The core box area reads 294000 um^2.
- The script parses the final routing iteration and logs DRC violations as 0.
- The number of antenna violations at the first check in global routing is 24.
- Per the CTS log, the buffer count on the longest clock path is 4.
- The number of levels the H-tree was split into reads 3.
- The share of flip-flops with an asynchronous set or reset is 0%.
- The cell family contributing the most delay on the critical path is adder cells.
- The clock buffer count from CTS reads 86.
- Summed over all layers, the routed wires come to 405000 um.
- The synthesized area per cell reads 9.46 um^2.
- The TritonCTS clock tree is built.
- The delay of the slowest critical-path stage is 0.55 ns.
- The combined global-route utilization of all metal layers reads 31.0%.
- On the critical path the data arrives at 14.26 ns.
- The sort of element at the start of the critical path reads a primary input.
- The fmax is 72.9 MHz.
- The die footprint is 298000 um^2.
- The first-pass iteration count of the detailed router is 27.
- The most critical hold endpoint after final layout shows a slack of 0.454 ns.
- The count of buffer and inverter cells on the critical path reads 9.
- Per the timing report, the biggest fanout along the worst path comes to 28.
- In the layout the commonest cells are 3549 x inv_1, 3278 x fa_1, 2575 x nand2_1.
- At the pin with the least slew margin, the transition time is 0.945 ns.
- The leading cell type in the layout, fill and taps excluded reads inv_1.
- Dividing the final minimum period by the clock period gives 49.0%.
- The top cell type's share of synthesized area reads 44.4%.
- The final estimated routing congestion in global placement reads 0.943.
- The detailed placer's ending HPWL reads 302000 um.
- The total of endpoints with negative setup slack in the final report reads 0.
-- stage by stage --
stage | worst slack (ns) | utilization, % | instance area [um^2]
2_1_floorplan | 3.50 | - | 148000
3_3_place_gp | 13.53 | 52.9 | 156000
3_5_place_dp | 13.49 | 52.9 | 156000
4_1_cts | 14.35 | 53.9 | 158000
5_1_grt | 13.88 | 53.9 | 158000
6_report | 14.28 | 53.9 | 158000
-- worst register-to-register path, stage by stage (launching register included) --
cell	delay [ns]
edfxtp_1	0.34
buf_4	0.34
nand2_1	0.16
fa_1	0.54
inv_1	0.05
fa_1	0.47
inv_1	0.05
fa_1	0.50
fa_1	0.55
inv_1	0.05
fa_1	0.44
ha_1	0.30
fa_1	0.48
inv_1	0.05
fa_1	0.47
inv_1	0.04
ha_1	0.37
nand4_1	0.15
nor4_1	0.51
o21ai_0	0.28
a21oi_1	0.30
o221ai_1	0.40
o21ai_0	0.28
a21oi_1	0.11
xnor2_1	0.49
-- cells in the mapped netlist (4+ instances only) --
| cell | instances |
|---|---|
| a22oi_1 | 4 |
| fa_1 | 3278 |
| a211o_1 | 7 |
| o21ai_0 | 111 |
| or3_1 | 9 |
| xnor2_1 | 556 |
| xor2_1 | 155 |
| and3_1 | 12 |
| buf_1 | 52 |
| nand3_1 | 40 |
| nand2b_1 | 29 |
| nor3_1 | 41 |
| a221oi_1 | 6 |
| a21oi_2 | 6 |
| dfxtp_1 | 32 |
| o211ai_1 | 9 |
| a31oi_1 | 16 |
| nor2b_1 | 27 |
| a21o_1 | 94 |
| a21boi_0 | 5 |
| or2_2 | 8 |
| o21bai_1 | 29 |
| nand4_1 | 11 |
| o31ai_1 | 9 |
| mux2_2 | 255 |
| nand2_1 | 2575 |
| and2_1 | 1800 |
| inv_1 | 3549 |
| a211oi_1 | 26 |
| o21a_1 | 40 |
| a21oi_1 | 197 |
| edfxtp_1 | 544 |
| buf_2 | 9 |
| nor2_1 | 154 |
| mux2i_1 | 14 |
| nor4_1 | 5 |
| o221ai_1 | 4 |
| clkbuf_1 | 827 |
| ha_1 | 1010 |
-- final timing paths --
kind	start	endpoint	depth (start not counted)
worst max-delay path	indata[13]	outdata[127]$_DFFE_PP_	27
worst min-delay path	valid_out$_SDFFE_PP0N_	valid_out$_SDFFE_PP0N_	2
worst max register to register	outmapfilter[98]$_DFFE_PP_	outdata[127]$_DFFE_PP_	24
worst min register to register	valid_out$_SDFFE_PP0N_	valid_out$_SDFFE_PP0N_	2
-- flip-flops by register name, summed over array words and instances, names as in the netlist --
register / flops
prev_inmap: 5
layer_done_out: 1
valid_out: 1
outposition: 32
outdata: 256
count: 7
weight_addr: 10
load_weights: 1
prev_count: 7
outmapfilter: 256
-- cells by family after synthesis --
logic type / count (synthesis) / share of synthesized area, %
simple gates: 4732 / 15.4
buf+inv: 4440 / 11.3
fa+ha+maj: 4288 / 53.0
xor+xnor: 711 / 4.21
compound gates: 602 / 2.60
flops: 576 / 11.5
mux: 270 / 2.05
other cells: 1 / 0.00254
-- layer usage --
layer | up-vias | track usage [%] | part of all wire, %
li1 | 45200 | - | -
met1 | 51300 | 43.7 | 38
met2 | 3754 | 45.5 | 46
met3 | 556 | 15.9 | 13
met4 | 32 | 7.14 | 2.9
met5 | - | 0.946 | 0.11
-- cell type report --
class / count / share of cell area, %
diodes: 27 / 0.0426
multi-input cells: 10600 / 72.0
inverters: 3549 / 8.41
clock buffers: 101 / 1.45
flip-flops and latches: 576 / 10.7
repair buffers: 704 / 3.94
clock inverters: 53 / 0.326
well taps: 3919 / 3.09
